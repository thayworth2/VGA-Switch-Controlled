===== /design/flow/config.mk =====
export PLATFORM = sky130hd
export DESIGN_NAME = VGA_controller
export DESIGN_NICKNAME = VGA_controller
export VERILOG_FILES = /design/flow/design.v
export SDC_FILE = /design/flow/constraint.sdc
export NUM_CORES = 4
export LEC_CHECK = 1
export CORE_UTILIZATION = 40

===== /design/flow/constraint.sdc =====
current_design VGA_controller

set clk_period 2.0
set clk_io_pct 0.2

create_clock -name clk0 -period $clk_period [get_ports {clk}]

set non_clock_inputs [all_inputs -no_clocks]
set_input_delay [expr $clk_period * $clk_io_pct] -clock clk0 $non_clock_inputs
set_output_delay [expr $clk_period * $clk_io_pct] -clock clk0 [all_outputs]

===== /design/flow/design.v =====
`timescale 1ns / 1ps
module VGA_controller(
    input clk,
    input reset,
    output video_on,
    output horizontal_sync,
    output vertical_sync,
    output p_tick,
    output [9:0] x_pos,
    output [9:0] y_pos
    );
    parameter HD = 640;
    parameter HF = 48;
    parameter HB = 16;
    parameter HR = 96;
    parameter HMAX = HD + HF +HB +HR -1;
    parameter VD = 480;
    parameter VF = 10;
    parameter VB = 33;
    parameter VR = 2;
    parameter VMAX = VD + VF + VB + VR - 1;
    reg [1:0] r_25MHz;
    wire w_25MHz;
    always@(posedge clk or posedge reset) begin
        if(reset)
            r_25MHz = 0;
        else
            r_25MHz = r_25MHz + 1;
    end
    assign w_25MHz = (r_25MHz == 0)? 1 : 0;
    reg [9:0] h_count_reg, h_count_next;
    reg [9:0] v_count_reg, v_count_next;
    reg v_sync_reg, h_sync_reg;
    wire v_sync_next, h_sync_next;
    always@(posedge clk or posedge reset) begin
        if(reset) begin
            v_count_reg <= 0;
            h_count_reg <= 0;
            v_sync_reg <= 0;
            h_sync_reg <= 0;
        end else begin
            v_count_reg <= v_count_next;
            h_count_reg <= h_count_next;
            v_sync_reg <= v_sync_next;
            h_sync_reg <= h_sync_next;
        end
    end
    always@(posedge w_25MHz or posedge reset) begin
        if(reset)
            h_count_next = 0;
        else
            if(h_count_reg == HMAX)
                h_count_next = 0;
            else
                h_count_next = h_count_reg + 1;
    end
   always@(posedge w_25MHz or posedge reset) begin
        if(reset)
            v_count_next = 0;
        else
            if(h_count_reg == HMAX)
                if(v_count_reg == VMAX)
                    v_count_next = 0;
                else
                    v_count_next = v_count_reg + 1;
    end
    assign h_sync_next = (h_count_reg >= (HD+HB) && h_count_reg <= (HD+HB+HR-1));
    assign v_sync_next = (v_count_reg >= (VD+VB) && v_count_reg <= (VD+VB+VR-1));
    assign video_on = (h_count_reg < HD) && (v_count_reg < VD);
    assign horizontal_sync = h_sync_reg;
    assign vertical_sync = v_sync_reg;
    assign x_pos = h_count_reg;
    assign y_pos = v_count_reg;
    assign p_tick = w_25MHz;
endmodule

===== /design/flow/run.sh =====
#!/bin/bash
# OpenROAD 26Q1-2900-gdf79404cd8, Yosys 0.63+post, stock flow scripts
make -C /OpenROAD-flow-scripts/flow DESIGN_CONFIG=/design/flow/config.mk WORK_HOME=/design/flow/orfs finish

==> impl_metrics.json <==
{
  "fp_util_pct": 42.5,
  "numCtsBuffers": 3,
  "ys_sh_adder_pct": 5.31,
  "fin_tns_setup_ns": 0,
  "grt_use_total_pct": 15.3,
  "finalClockPeriodUsage_pct": 95.3,
  "grt_max_degree": 45,
  "power.leakage_nw": 0.958,
  "drive_gt1_share_pct": 13.0,
  "untimed_endpoints": 40,
  "cts_root_buf": "clkbuf_8",
  "critPathLaunch": "h_count_reg[8]",
  "globalplace.congestion": 0.811,
  "cts_tree": "built",
  "crit_path_top_delay_cell": "dfrtp_2",
  "clkTransAtPathRegs_ns": 0.09,
  "drtIter0Drc": 95,
  "cp.arrival_ns": 1.51,
  "stdcell_count": 236,
  "xor_share_pct": 5.57,
  "path_cells": "o21ai_0, nand2_1, nor2_1, clkdlybuf4s50_1",
  "die_area_um2": 5000,
  "slowest_delay_ns": 0.46,
  "cp_max_fo": 8,
  "topCellsByArea": "dfrtp_1 58%, ha_1 5.3%, xnor2_1 3.7%",
  "syn-instance-count": 157,
  "slew_viol_final": 0,
  "wl_per_cell_um": 14.1,
  "wl_um": 3320,
  "cp-end-kind": "output pin",
  "core_area_um2": 4440,
  "dr.pass1.iters": 20,
  "n_antenna_cell": 0,
  "ys_cells": 157,
  "utilization_pct": 50.3,
  "portBuffers": 25,
  "critical_path_buf_inv_count": 1,
  "hold_viol": 0,
  "grt_overflow": 0,
  "place_area_um2": 2170,
  "grt_setup_unrepaired": "no",
  "top_area_cell": "dfrtp_1",
  "fillCellCount": 408,
  "ant_nets": 0,
  "vias": 1203,
  "synth_area_um2": 1890,
  "die_x_um": 70.7,
  "maxCapViolations": 0,
  "crit_type": "reg -> out",
  "ys_types": 37,
  "cp-start-kind": "register",
  "slew_headroom_pct": 64.8,
  "synth.top_cell.area_share_pct": 58.4,
  "warnings": 31,
  "p_per_area_nw_per_um2": 375,
  "r2r-start": "v_count_reg[0]",
  "setup_violations": 0,
  "ios": 26,
  "ys_area_um2": 1890,
  "crit_family": "flip-flops",
  "chipHeight_um": 70.7,
  "clock_path_buffers": 2,
  "yosysSeqAreaShare_pct": 58.4,
  "viasPerCell": 5.10,
  "ys_warn_count": 1,
  "ys_sh_mux_pct": 0,
  "grt_pass1_wl_um": 5890,
  "cts_htree_levels": 1,
  "timing.fmax_ghz": 0.525,
  "worst_slew_pin_slew_ns": 0.529,
  "clock_skew_ns": 0.00109,
  "syn_avg_cell_area_um2": 12.0,
  "simple_gate_share_pct": 20.3,
  "timing.hold.ws_ns": 0.411,
  "design_area_um2": 2230,
  "min_from": "r_25MHz[0]",
  "drc": 0,
  "status": "finished clean",
  "antenna_found_initial": 0,
  "synthTopLogicFamily": "simple AND/OR/NAND/NOR gates",
  "grt_pass1_vias": 1174,
  "finalCriticalPeriod_ns": 1.91,
  "insertion_delay_ns": 0.26,
  "place_inst": 232,
  "cts_setup_buffers": 0,
  "min-delay-path-class": "reg -> reg",
  "ys.flops": 44,
  "hpwl_um": 2340,
  "ys_sh_aoi_pct": 6.23,
  "syn_to_final_growth_pct": 18.4,
  "peakVddDrop_v": 0.000260,
  "row_count": 24,
  "critical_path_required_ns": 1.60,
  "unclocked_regs": 20
}
Yosys cell counts:
cell and instances:
and3_2 1, nand3_2 1, nand4_1 6, and3_1 1
inv_1 8, nor4_4 1, o22ai_1 1, clkbuf_2 1
and2_1 1, xor2_1 4, dfrtp_1 44, nor2b_1 1
and2_2 1, o31ai_1 1, and4_1 1, a21oi_1 2
nor2_1 7, nor3_1 3, a311oi_1 2, nand4b_1 1
nand3_1 9, xnor2_1 8, nand2_1 18, o21ai_2 5
nor4bb_1 1, nand2_4 1, nand2b_1 3, o21ai_0 5
and3_4 1, buf_6 4, nor4_1 1, nor3b_1 1
nor4b_4 1, and2_4 1, o211ai_1 1, ha_1 8
and4_4 1
cell type report:
| type | instances | area, µm² | share of cell area, % |
|---|---|---|---|
| Sequential cell | 44 | 1100 | 49.5 |
| Multi-Input combinational cell | 100 | 706 | 31.6 |
| Timing Repair Buffer | 28 | 273 | 12.2 |
| Tap cell | 52 | 65.1 | 2.91 |
| Clock buffer | 4 | 55.1 | 2.46 |
| Inverter | 8 | 30.0 | 1.34 |
metrics by stage:
stage          power (W)  setup slack (ns)
6_report        0.000838            0.0939
5_1_grt         0.000880            0.0181
4_1_cts         0.000857            0.0467
3_5_place_dp    0.000515             0.357
3_3_place_gp    0.000515             0.359
2_1_floorplan   0.000507             0.569
layout by cell type, fill, tap and decap left out, types with 3 or more instances in the layout:
cell type / instances
xor2_1: 4
nand4_1: 6
nand2_1: 18
dfrtp_1: 41
clkdlybuf4s50_1: 25
nand2b_1: 3
buf_4: 3
ha_1: 8
clkbuf_8: 4
nor3_1: 3
o21ai_0: 5
nor2_1: 7
inv_1: 8
o21ai_2: 5
nand3_1: 9
xnor2_1: 8
dfrtp_2: 3
layer usage:
metal	global-route usage (%)	vias up	wire length, µm
met5	0	-	0
met4	0.889	0	20
met3	2.75	2	104
met2	22.1	15	1530
met1	26.9	597	1670
li1	-	589	-
timing repair:
action,4_1_cts,5_1_grt
endpoints found under the hold margin,0,0
endpoints found under the setup margin,0,1
hold buffers,0,0
resized,0,3
power breakdown:
| group | internal [W] | switching [W] |
|---|---|---|
| Sequential | 0.000484 | 0 |
| Combinational | 0.00000311 | 0.0000163 |
| Clock | 0.000176 | 0.000159 |
cells by family after synthesis:
| family | count (synthesis) |
|---|---|
| buf+inv | 13 |
| compound gates | 17 |
| simple gates | 63 |
| fa+ha+maj | 8 |
| xor+xnor | 12 |
| flops | 44 |
final timing paths:
kind / slack, ns / cells past startpoint / to
hold / removal: 0.41 / 1 / r_25MHz[0]
min in group asynchronous: 0.56 / 3 / v_count_reg[0]
hold reg to reg: 0.41 / 1 / r_25MHz[0]
max in group asynchronous: 1.05 / 3 / h_count_reg[8]
setup / recovery: 0.09 / 4 / video_on
setup reg to reg: 0.79 / 5 / v_sync_reg
Power and IR drop assume default switching activity.
